==> config.mk <==
export PLATFORM = sky130hd
export DESIGN_NAME = dmem
export DESIGN_NICKNAME = dmem
export VERILOG_FILES = /design/flow/design.v
export SDC_FILE = /design/flow/constraint.sdc
export NUM_CORES = 4
export LEC_CHECK = 1
export CORE_UTILIZATION = 40
==> constraint.sdc <==
current_design dmem

set clk_period 40.2
set clk_io_pct 0.2

create_clock -name clk0 -period $clk_period [get_ports {clk}]

set non_clock_inputs [all_inputs -no_clocks]
set_input_delay [expr $clk_period * $clk_io_pct] -clock clk0 $non_clock_inputs
set_output_delay [expr $clk_period * $clk_io_pct] -clock clk0 [all_outputs]
==> run.sh <==
#!/bin/bash
# OpenROAD 26Q1-2900-gdf79404cd8, Yosys 0.63+post, stock flow scripts
make -C /OpenROAD-flow-scripts/flow DESIGN_CONFIG=/design/flow/config.mk WORK_HOME=/design/flow/orfs finish
==> memfile_c.dat <==
20080003
20090014
2007fffc
0008502b
0008582a
01475022
01675822
ad2a0000
ad2b0004
2108fffd
21290008
18e8fff7
ac080010
==> design.v <==
module dmem(input  logic        clk, we,
            input  logic [31:0] a, wd,
            output logic [31:0] rd);
  logic [31:0] RAM[63:0];
  assign rd = RAM[a[31:2]];  
  always @(posedge clk)
    if (we)
      RAM[a[31:2]] <= wd;
endmodule
module imem(input  logic [5:0]  a,
            output logic [31:0] rd);
  logic [31:0] RAM[63:0];
  initial
    begin
      $readmemh("memfile_c.dat",RAM);  
    end
  assign rd = RAM[a];  
endmodule
==> results.txt <==
run metrics: crit end category primary output, peak supply drop between 0.04 and 0.05 mV, FP Core Util slightly above 40%, routed via count 41400, unique cell type count in the Yosys netlist 55, crit-path max cell delay around 0.65 ns, main flop type edfxtp_1, cells along the critical path buf_8 -> buf_4 -> buf_4 -> buf_4 -> buf_4 -> mux2_2 -> a21oi_1 -> o221ai_1 -> a221o_1 -> or3_1 -> clkdlybuf4s50_1, Top cells excl fill/tap 2048 x edfxtp_1, 259 x mux2i_1, 203 x clkbuf_16, Congestion Overflow GR 0, Yosys warning total 1, CTS resizes 0, Worst setup SP type primary input, die width between 400 and 500 um, Post-synth regs a little over 2000, CORE AREA about 190000 um^2, vias in the first global route around 44000, Hold Crit Start wd[8], asr flop ratio synth 0%, CP max-delay cell buf_4, Vias/cell slightly below 6, synthesized instance count between 4000 and 5000, drt pass-1 iters 6, status complete, no violations, yosys stat area around 78000 um^2, Initial DRC Count roughly 2900, Placer Congestion around 0.87, Final Core Density a little under half, drt drc 0, Slew @ Worst Pin around 0.95 ns, worst hold path class in -> reg, crit-path max FO between 60 and 70, Hold Path Cell Cnt 2, global-route wire length before repair 299000 um, RSZ-0062 raised after global routing false, clk buf depth 3, buffers and inverters on the worst path 6, clock root buffer master clkbuf_16, hold_buf cts 0, hold path endpoint RAM[49][8]$_DFFE_PP_, Commonest Layout Cell edfxtp_1, Synth top area share about four fifths, most frequent CP cell buf_4, Area growth, synth to finish 13.7%, Synth area leaders edfxtp_1 79%, mux2i_1 3.3%, mux4_2 2.8%, Syn Area/Cell approximately 19 um^2, PortBufs approximately 70, endpoints failing hold 0, yosys stat cell total between 4000 and 5000, routed wire length ~210000 um, layout cells sized above 1 18.1%, Worst Path Arrival between 10 and 15 ns, die area between 150000 and 200000 um^2, Fin Setup TNS 0 ns, initial antenna violation count 3, stage-log warning count 52, CTS Buf Count about 200, count of final max-slew check failures 0, relative slew slack 36.3%, max reg flops between 2000 and 2500, Leak between 0.02 and 0.03 uW, pin count of the biggest net entering global routing 95, Reg clk slew, reported paths around 0.060 ns, CP startpoint a[4], Top Family by Delay on Critical Path buffers and inverters, Die Height approximately 440 um, Setup violations, final 0, area leader, netlist edfxtp_1, I/O pin count between 90 and 100, Num Clock Sinks just over 2000, clock period minus final worst setup slack 21.50 ns, CTS tree done, routed length per instance ~29 um, row count about 160, synthesized area 78300 um^2, H-tree depth 4, Tot GR Track Use between 20% and 30%, critical path class in -> out, number of enable flip-flop cells approximately 2000, dpl hpwl between 100000 and 150000 um, # Post-CTS Setup Buffers 0, post-route ant nets 0, post-route clock period utilization ~53%, worst endpoint required time ~32 ns, cell area power density ~50 nW/um^2, Post-synth seq share between 70% and 80%, max cap viols 0, FMAX between 40 and 50 MHz
-- through the flow --
stage | std cells | cell area [um^2] | setup WS [ns] | power (uW) | hold slack (ns)
2_1_floorplan | 4207 | 78300 | 22.01 | 2530 | 8.14
3_3_place_gp | 6715 | 82800 | 18.72 | 2640 | 8.71
3_5_place_dp | 6715 | 82800 | 18.70 | 2650 | 8.72
4_1_cts | 7084 | 89000 | 18.70 | 4420 | 7.81
5_1_grt | 7084 | 89000 | 18.50 | 4520 | 7.87
6_report | 7085 | 89000 | 18.70 | 4390 | 7.86
-- worst max-delay path by stage --
stage / end / slack, ns / cells after the start
after global routing: rd[0] / 18.50 / 12
after CTS: rd[30] / 18.70 / 11
final: rd[30] / 18.70 / 11
-- layout make-up --
class / instances / area (um^2)
timing repair buffer: 264 / 2040
clock inverter: 107 / 925
inverter: 2 / 15.0
multi-input combinational: 1859 / 16100
fill: 16000 / 106000
clock buffer: 262 / 5300
tap: 2542 / 3180
sequential: 2048 / 61500
antenna: 1 / 2.50
-- synth_stat cells, types with 4 or more instances --
cell          n
a2111oi_0    15
a211oi_1     17
a21oi_1     121
a221o_1      15
a221oi_1    175
a222oi_1     16
a22o_1       66
a22oi_1     188
a31oi_1      43
and2_1        5
and3_1       85
buf_1        33
buf_2        83
buf_4         8
clkbuf_1    168
edfxtp_1   2048
mux2_2      147
mux2i_1     259
mux4_2       96
nand2_1      28
nand2b_1     18
nand3_1      54
nor2_1      145
nor2b_1       8
nor3_1       22
nor4_1       14
o21ai_0      84
o221ai_1      6
o22a_1       70
o22ai_1      93
o2bb2ai_1    15
or3_1         4
or4_1        15
or4b_1       14
-- power breakdown --
part | total (uW) | switching (uW) | leakage [uW] | internal, uW
Combinational | 232 | 156 | 0.00681 | 75.3
Clock | 1790 | 783 | 0.00302 | 1010
Sequential | 2370 | 2.88 | 0.0184 | 2360
-- cell families (layout without fill, tap and decap cells) --
logic type	Yosys count	after routing	synth area share, %
flops	2048	2048	78.6
compound gates	933	933	8.73
mux	502	502	8.19
simple gates	424	424	2.83
buf+inv	300	635	1.70
other cells	0	1	0
-- per-layer routing --
layer / track usage [%] / share of wire [%]
met3: 15.4 / 15
met4: 6.53 / 3.5
met1: 28.7 / 34
met5: 0.488 / 0.066
met2: 33.6 / 47
Power and IR drop assume default switching activity.
