**flow/constraint.sdc**
```tcl
current_design pattern_match

set clk_period 6.5
set clk_io_pct 0.2

create_clock -name clk0 -period $clk_period

set non_clock_inputs [all_inputs -no_clocks]
set_input_delay [expr $clk_period * $clk_io_pct] -clock clk0 $non_clock_inputs
set_output_delay [expr $clk_period * $clk_io_pct] -clock clk0 [all_outputs]
```
**flow/run.sh**
```bash
#!/bin/bash
# OpenROAD 26Q1-2900-gdf79404cd8, Yosys 0.63+post, stock flow scripts
make -C /OpenROAD-flow-scripts/flow DESIGN_CONFIG=/design/flow/config.mk WORK_HOME=/design/flow/orfs finish
```
**flow/design.v**
```verilog
module mux2_1(input logic s,a,b,
              output logic y);
    assign y = s ? b : a;
endmodule
module exact_match(input logic a,b,
                   output logic y);
    assign y = ~(a ^ b);
endmodule
module appx_match(input logic [3:0] a, b, dont_care,
                  output logic pattern_match);
    logic exact_match0, exact_match1, exact_match2, exact_match3;
    logic appx_match0, appx_match1, appx_match2, appx_match3;
    exact_match match0(a[0], b[0], exact_match0);
    exact_match match1(a[1], b[1], exact_match1);
    exact_match match2(a[2], b[2], exact_match2);
    exact_match match3(a[3], b[3], exact_match3);
    mux2_1 appx_match_0(dont_care[0], exact_match0, 1'b1, appx_match0);
    mux2_1 appx_match_1(dont_care[1], exact_match1, 1'b1, appx_match1);
    mux2_1 appx_match_2(dont_care[2], exact_match2, 1'b1, appx_match2);
    mux2_1 appx_match_3(dont_care[3], exact_match3, 1'b1, appx_match3);
    assign pattern_match = appx_match0 & appx_match1 & appx_match2 & appx_match3;
endmodule
module dont_care_generate
    #(parameter N = 2)
     (input logic [N - 1 : 0] a,
      input logic             en,
      output logic [2**N - 1 : 0] dont_care);
    always_comb 
        begin : decoder_block
            if (en)
                begin
                    dont_care = 0;
                    dont_care[a] = 1'b1;
                end
            else
                dont_care = 0;
        end
endmodule
module pattern_match(input logic [31:0] A,B,
                     output logic [31:0] Y);
    logic [3:0] dont_care;
    dont_care_generate dont_care_gen_circ(B[5:4], B[6], dont_care);
    generate
        genvar i;
        for (i = 0; i <= 28; i = i + 1) begin : appx_match_for_block
            appx_match appx_match_check_circ(A[i+3:i], B[3:0], dont_care, Y[i]);
		  end
    endgenerate
    assign Y[31:29] = 4'b0;
endmodule
```
**flow/config.mk**
```make
export PLATFORM = sky130hd
export DESIGN_NAME = pattern_match
export DESIGN_NICKNAME = pattern_match
export VERILOG_FILES = /design/flow/design.v
export SDC_FILE = /design/flow/constraint.sdc
export NUM_CORES = 4
export LEC_CHECK = 1
export CORE_UTILIZATION = 30
```
==> summary.txt <==
fresh numbers from the pnr run: crit path DAT 3.34 ns, flip-flops 0, initial DRC count between 70 and 80, Setup Total Neg Slack 0 ns, Leak Pwr approximately 0.77 nW, Least-Margin Pin Slew 0.514 ns, final setup fails 0, Die Span Y ~84 um, Post-DP HPWL ~3300 um, initial antenna violation count 0, DR vias 1714, min cycle time layout 4.64 ns, Die W 83.7 um, mapped cell area ~0.002 sq mm, Avg Synthesized Cell Area around 8.5 sq um, CP required 5.20 ns, yosys cell count 235, # resized after CTS 0, drt pass-1 iters 4, YS warnings 1, post-route ant nets 0, tool warning count 57, first-pass GRT wire length 8380 um, fp util 31.3%, hold crit path type in2out, antenna cells 0, RSZ-0062 raised after global routing false, Worst slew margin roughly two thirds, Final Util 37.9%, Port-buffer cells 68, Area leader share 25.4%, Setup Buffers After CTS 0, row count 29, Total GRT Usage ~14%, Worst setup EP type output pin, Max IR drop VDD 0.0403 mV, fmax 216 MHz, most used logic cell in the final layout clkdlybuf4s50_1, chip area in the Yosys report 0.00200 sq mm, worst setup path startpoint B[4], Crit Path Category in2out, DR WL/cell 15.5 um, clock buf count 0, final worst slack 1.86 ns, Final Hold Violation Tally 0, placed cell areas between 0.002 and 0.0025 sq mm, hold-fix buffer count after cts 0, Synth Seq Share 0%, largest net degree at the start of global routing 30, GRT Residual Overflow 0, Top area cell types xnor2_1 (25%), xor2_1 (25%), buf_4 (15%), a221oi_2 (11%), o22ai_1 (9.1%), I/O pins 96, Cell Type Count 14, cell area after layout 0.00242 sq mm, number of max-slew violations in the final report 0, maxcap violations 0, Post-Synthesis Cells 235, critical path launch point type input port, status completed, wirelength, routed 5190 um, Vias/cell 5.13, final period utilization 71.4%, Final Wtd Congestion 0.733, Top cells excl fill/tap clkdlybuf4s50_1 (65), xor2_1 (58), xnor2_1 (58), die area 0.00700 sq mm, vias in the first global route approximately 1.6k, Layout fillers 663, DRC viols 0, PwrDens 76.0 mW/mm^2, Crit Path Max Fanout 29, hold_sp A[31], layout cells sized above 1 10.5%, FF/Latch Area 0 sq um, Place WS 1.87 ns, core area 0.00639 sq mm, post-synth top area cell xnor2_1, area grow syn2layout 20.8%
==> layout make-up <==
| class | instances | area (sq um) | area share (%) |
|---|---|---|---|
| well taps | 77 | 96.3 | 3.98 |
| repair buffers | 76 | 726 | 30.0 |
| multi-input cells | 181 | 1600 | 66.0 |
==> final timing paths <==
kind	endpoint	slack, ns	cells after the start
setup / recovery	Y[10]	1.86	6
hold / removal	Y[28]	3.63	4
==> metrics by stage <==
step,hold slack [ns],std cells,total power [W]
after floorplan,2.90,237,0.000131
after CTS,3.64,334,0.000185
after global placement,3.64,334,0.000183
final,3.63,334,0.000184
after global routing,3.71,334,0.000200
after detailed placement,3.64,334,0.000184
==> power breakdown <==
part	switching (W)	total, W	internal, W
clock	0	0	0
sequential	0	0	0
combinational	0.0000830	0.000184	0.000101
total	0.0000830	0.000184	0.000101
==> cell families after synthesis <==
group                     count (synthesis)  synth area share, %
buffers and inverters                    56                 20.9
and+or+nand+nor                           4                 1.69
AOI/OAI and AO/OA                        58                 26.4
other                                     1                0.187
xor gates and xnor gates                116                 50.8
==> metal layers <==
| layer | GRT usage, % | vias up | part of all wire, % |
|---|---|---|---|
| met2 | 22.0 | 66 | 45 |
| met4 | 0.462 | 0 | 0 |
| met1 | 22.7 | 808 | 49 |
| met3 | 1.41 | 0 | 6.3 |
| met5 | 0 | - | 0 |
| li1 | - | 840 | - |
==> Yosys cell counts (all sizes together) <==
| cell type | n |
|---|---|
| and3b | 1 |
| o22ai | 29 |
| xnor2 | 58 |
| a221oi | 29 |
| buf | 54 |
| nor3b | 1 |
| conb | 1 |
| xor2 | 58 |
| nand3b | 1 |
| nand3 | 1 |
| clkbuf | 2 |
==> worst max-delay path, cell delays in order <==
cell	delay (ns)
clkdlybuf4s50_1	0.49
and3b_1	0.24
buf_4	0.32
o22ai_1	0.14
a221oi_1	0.30
clkdlybuf4s50_1	0.53
Power figures rest on the tool's default switching activity, not on a simulated workload.
